<file path="design/flow/run.sh">
#!/bin/bash
# OpenROAD 26Q1-2900-gdf79404cd8, Yosys 0.63+post, stock flow scripts
make -C /OpenROAD-flow-scripts/flow DESIGN_CONFIG=/design/flow/config.mk WORK_HOME=/design/flow/orfs finish
</file>
<file path="design/flow/config.mk">
export PLATFORM = sky130hd
export DESIGN_NAME = regfile
export DESIGN_NICKNAME = regfile
export VERILOG_FILES = /design/flow/design.v
export SDC_FILE = /design/flow/constraint.sdc
export NUM_CORES = 4
export LEC_CHECK = 1
export CORE_UTILIZATION = 30
</file>
<file path="design/flow/constraint.sdc">
current_design regfile

set clk_period 12.8
set clk_io_pct 0.2

create_clock -name clk0 -period $clk_period [get_ports {clk}]

set non_clock_inputs [all_inputs -no_clocks]
set_input_delay [expr $clk_period * $clk_io_pct] -clock clk0 $non_clock_inputs
set_output_delay [expr $clk_period * $clk_io_pct] -clock clk0 [all_outputs]
</file>
<file path="design/flow/design.v">
`timescale 1ns / 1ps
module regfile(
    input [63:0] WriteData,
    input [4:0] rs1,
    input [4:0] rs2,
    input [4:0] rd,
    input RegWrite,
    input clk,
    input reset,
    output reg [63:0]ReadData1,
    output reg [63:0]ReadData2
    );
    reg [63:0]registers[31:0];
    integer i;
    initial
    begin
    for (i=0; i<64 ;i = i+1)
    begin
    registers[i] = 0;
    end
    end
    always @(posedge clk)
    begin
    if (RegWrite)
        begin registers[rd] <= WriteData; end
    end
    always @(*)
    begin
    if (reset)
    begin
    ReadData1 = 64'b0;
    ReadData2 = 64'b0;
    end
    else
    begin
    ReadData1 = registers[rs1];
    ReadData2 = registers[rs2];
    end
    end
endmodule
</file>
==> run summary <==
root buffer cell = clkbuf_16
io pins = 210
element type at the critical path end = output port
Max stage delay on crit path = 950 ps
core box area = 312000 µm²
GP Congestion = 0.873
Total GRT Usage = 22.2%
post-route ant nets = 0
Cell Int Power = 11400 µW
H-Tree Depth = 4
HP Class = input pin to register
number of enable flip-flop cells = 2048
vias post-DR = 53505
Comb area = 31100 µm²
Top reg by flops = registers
Gate Count Post-Synth = 4628
Vias/cell = 5.73
Startpoint Class = input pin
setup violators final = 0
largest net degree at the start of global routing = 81
pwr/cell area = 135 nW/µm²
post-CTS sizing = 0
biggest regs = registers x2048
Hold Path Cell Cnt = 2
Layout area overhead = 15.8%
logic gate share of total power = 9.1%
Max Root-Sink Buffers = 3
worst-case hold slack = 2500 ps
Residual DRC = 0
CTS Buf Count = 208
FILL cells = 28345
minimum clock period after layout = 9600 ps
Yosys Chip Area = 94200 µm²
Max Cap Viol = 0
flip-flop count of the largest register after layout = 2048
Max FO, Critical Path = 26
clock sink total = 2048
Worst-Margin Slew = 1270 ps
Dominant Register Cell = edfxtp_1
layout cell share with drive strength beyond 1 = 34.2%
Final period util = 75.0%
Clock power frac = 40.1%
first-pass GRT wire length = 456000 µm
wire per inst = 34.9 µm
Synth Seq Share = 65.3%
postcts setup bufs = 0
hpwl dp = 194000 µm
Hold-fix buffers, CTS = 0
ys cells = 4628
# port buffers = 209
Yosys reg bits = 2048
type of the worst setup path = input pin to output port
vias in the first global route = 59707
fmax = 0.104 GHz
Std-Cell Rows = 205
CP Cell Sequence = clkbuf_8 -> buf_4 -> buf_4 -> nor2b_1 -> nand2_4 -> buf_4 -> o22ai_1 -> nor4_1 -> buf_4 -> clkdlybuf4s50_1
Cell Type Count = 54
switching share of power = 23.1%
Static Leak = 0.0337 µW
Worst EP required = 10240 ps
die height = 562 µm
syn avg cell area = 20.4 µm²
chip area = 316000 µm²
CP dominant cell by count = buf_4
total power = 14800 µW
Post-synth ARST share = 0%
TritonCTS clock tree = built
status = completed
slew margin rel. = 14.9%
initial DRC count = 3303
sequential share of power = 50.7%
unrepaired setup endpoints after global routing = no
post-route setup slack = 3200 ps
gr ovfl total = 0
Slowest cell on crit path = nor4_1
Hold Fails Final Rpt = 0
Setup WS pre-CTS = 3160 ps
WL final = 326000 µm
fp_density = 30.2%
TNS Setup = 0 ps
Worst EP arrival = 7040 ps
Clock Pin Slew Worst Setup and Hold Paths = 60 ps
Synth Cell Area = 94200 µm²
register area = 61500 µm²
initial antenna violation count = 20
P_sw = 3420 µW
maximum VDD drop = 0.129 mV
Pre-antenna DRT Iters = 7
yosys warning tally = 1
Die W = 562 µm
tool warnings = 26
Slew Limit Fails = 0
==> power groups by stage <==
stage	registers [µW]	clock network [µW]	logic (µW)
CTS	7490	6010	1360
global route	7500	6240	1430
finish	7490	5930	1350
==> metal layers <==
metal | vias up | part of all wire [%] | track usage, %
met1 | 27256 | 29 | 22.0
met3 | 765 | 20 | 19.3
met2 | 4303 | 47 | 33.2
met4 | 40 | 4.9 | 8.27
li1 | 21141 | - | -
met5 | - | 0.17 | 0.949
==> path summary, 6_finish.rpt <==
| kind | start | slack, ps | end |
|---|---|---|---|
| hold / removal | WriteData[21] | 2500 | registers[26][21] |
| setup / recovery | rs1[3] | 3200 | ReadData1[37] |
==> Yosys cell counts, drive strengths merged, types with 16 or more instances <==
| library cell | instances | area [µm²] |
|---|---|---|
| nor2b | 52 | 325 |
| nor4 | 88 | 551 |
| edfxtp | 2048 | 61500 |
| nand2 | 81 | 304 |
| a22oi | 90 | 676 |
| buf | 239 | 1570 |
| mux4 | 936 | 21100 |
| mux2i | 241 | 2410 |
| o2111ai | 16 | 140 |
| nor2 | 102 | 383 |
| clkbuf | 122 | 458 |
| a211oi | 50 | 375 |
| o22ai | 195 | 1220 |
| nor4b | 16 | 140 |
| o21ai | 16 | 80.1 |
| a22o | 19 | 166 |
| mux2 | 143 | 1610 |
==> placed cells by master, fill, tap and decap left out, types with 12 or more instances in the layout <==
cell type,synthesis,layout
clkinv_2,0,34
buf_4,76,322
a22oi_1,90,90
nor3_1,13,12
bufinv_16,0,16
clkdlybuf4s50_1,0,198
nor2_1,102,66
nor4_1,88,80
nand2_1,81,78
o22ai_1,195,195
a22o_1,19,19
mux4_2,936,936
clkbuf_1,122,56
buf_12,0,15
nor2b_1,52,48
a21oi_1,13,13
a211oi_1,50,50
edfxtp_1,2048,2048
nor4b_1,16,13
nor2_4,0,34
clkinv_1,0,47
clkbuf_16,0,208
mux2_2,142,142
o2111ai_1,16,16
o21ai_0,16,16
mux2i_1,241,241
o22a_1,12,12
==> through the flow <==
stage | util, % | area, µm² | instances
global placement | 32.9 | 103000 | 8951
detailed placement | 32.9 | 103000 | 8951
floorplan | - | 94200 | 4628
CTS | 35.0 | 109000 | 9334
global route | 35.0 | 109000 | 9335
finish | 35.0 | 109000 | 9341
==> cells by family (layout without fill, tap and decap cells) <==
family / Yosys count / count (layout) / synth area share (%)
AND-OR/OR-AND: 467 / 467 / 3.53
flip-flops: 2048 / 2048 / 65.3
buffers and inverters: 366 / 932 / 2.17
multiplexers: 1320 / 1320 / 26.6
AND/OR/NAND/NOR: 427 / 427 / 2.41
other: 0 / 7 / 0
==> final cells by class <==
class | count | share of cell area (%)
clock inverter | 119 | 1.04
antenna | 7 | 0.0160
multi-input combinational | 2214 | 28.5
sequential | 2048 | 56.3
inverter | 5 | 0.0172
clock buffer | 264 | 4.96
timing repair buffer | 544 | 4.41
tap | 4140 | 4.75
==> worst max-delay path: cells and delay by family <==
family | cells | cell delay, ps
buf+inv | 6 | 2420
simple gates | 3 | 1700
compound gates | 1 | 200
Power and IR drop assume default switching activity.
