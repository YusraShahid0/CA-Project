==> /design/flow/design.v <==
`timescale 1ns / 1ps
module instruction_memory(
    input [63:0]Inst_Address,
    output [31:0]Instruction
    );
    reg [7:0]inst_memory[115:0];
    initial 
    begin
     inst_memory[0] = 8'b10010011;
     inst_memory[1] = 8'b00000101;
     inst_memory[2] = 8'b00110000;
     inst_memory[3] = 8'b00000000;
     inst_memory[4] = 8'b10010011;
     inst_memory[5] = 8'b10000101;
     inst_memory[6] = 8'b00010101;
     inst_memory[7] = 8'b00000000;
     inst_memory[8] = 8'b00010011;
     inst_memory[9] = 8'b00000101;
     inst_memory[10] = 8'b00000000;
     inst_memory[11] = 8'b00000000;
     inst_memory[12] = 8'b10010011;
     inst_memory[13] = 8'b00000110;
     inst_memory[14] = 8'b00000000;
     inst_memory[15] = 8'b00000000;
     inst_memory[16] = 8'b00010011;
     inst_memory[17] = 8'b00001010;
     inst_memory[18] = 8'b01000000;
     inst_memory[19] = 8'b00000000;
     inst_memory[20] = 8'b00100011;
     inst_memory[21] = 8'b00110000;
     inst_memory[22] = 8'b01000101 ;
     inst_memory[23] = 8'b00000001;
     inst_memory[24] = 8'b10010011;
     inst_memory[25] = 8'b00001010;
     inst_memory[26] = 8'b01100000;
     inst_memory[27] = 8'b00000000;
     inst_memory[28] = 8'b00100011;
     inst_memory[29] = 8'b00110100;
     inst_memory[30] = 8'b01010101;
     inst_memory[31] = 8'b00000001;
     inst_memory[32] = 8'b00010011;
     inst_memory[33] = 8'b00001011;
     inst_memory[34] = 8'b00100000;
     inst_memory[35] = 8'b00000000;
     inst_memory[36] = 8'b00100011;
     inst_memory[37] = 8'b00111000;
     inst_memory[38] = 8'b01100101;
     inst_memory[39] = 8'b00000001;
     inst_memory[40] = 8'b01100011;
     inst_memory[41] = 8'b10001100;
     inst_memory[42] = 8'b00001100;
     inst_memory[43] = 8'b00000100;
     inst_memory[44] = 8'b01100011;
     inst_memory[45] = 8'b10000000;
     inst_memory[46] = 8'b11010101;
     inst_memory[47] = 8'b00001110;
     inst_memory[48] = 8'b00110011;
     inst_memory[49] = 8'b00000111;
     inst_memory[50] = 8'b11010000;
     inst_memory[51] = 8'b00000000;
     inst_memory[52] = 8'b10010011;
     inst_memory[53] = 8'b10010111;
     inst_memory[54] = 8'b00110110;
     inst_memory[55] = 8'b00000000;
     inst_memory[56] = 8'b10110011;
     inst_memory[57] = 8'b10000111;
     inst_memory[58] = 8'b10100111;
     inst_memory[59] = 8'b00000000;
     inst_memory[60] = 8'b10010011;
     inst_memory[61] = 8'b10000110;
     inst_memory[62] = 8'b00010110;
     inst_memory[63] = 8'b00000000;
     inst_memory[64] = 8'b01100011;
     inst_memory[65] = 8'b10010100;
     inst_memory[66] = 8'b11010101;
     inst_memory[67] = 8'b00001000;
     inst_memory[68] = 8'b00010011;
     inst_memory[69] = 8'b00011000;
     inst_memory[70] = 8'b00110111;
     inst_memory[71] = 8'b00000000;
     inst_memory[72] = 8'b00110011;
     inst_memory[73] = 8'b00001000;
     inst_memory[74] = 8'b10101000;
     inst_memory[75] = 8'b00000000;
     inst_memory[76] = 8'b00000011;
     inst_memory[77] = 8'b10110100;
     inst_memory[78] = 8'b00000111;
     inst_memory[79] = 8'b00000000;
     inst_memory[80] = 8'b10000011;
     inst_memory[81] = 8'b00110100;
     inst_memory[82] = 8'b00001000;
     inst_memory[83] = 8'b00000000;
     inst_memory[84] = 8'b00010011;
     inst_memory[85] = 8'b00000111;
     inst_memory[86] = 8'b00010111;
     inst_memory[87] = 8'b00000000;
     inst_memory[88] = 8'b01100011;
     inst_memory[89] = 8'b00001100;
     inst_memory[90] = 8'b10110111;
     inst_memory[91] = 8'b00000100;
     inst_memory[92] = 8'b01100011 ;
     inst_memory[93] = 8'b11000100;
     inst_memory[94] = 8'b10000100;
     inst_memory[95] = 8'b00001100;
     inst_memory[96] = 8'b01100011 ;
     inst_memory[97] = 8'b00010100;
     inst_memory[98] = 8'b10110111;
     inst_memory[99] = 8'b00001000;
     inst_memory[100] = 8'b00100011;
     inst_memory[101] = 8'b00110000;
     inst_memory[102] = 8'b10001000;
     inst_memory[103] = 8'b00000000;
     inst_memory[104] = 8'b00100011;
     inst_memory[105] = 8'b10110000;
     inst_memory[106] = 8'b10010111;
     inst_memory[107] = 8'b00000000;
     inst_memory[108] = 8'b01100011;
     inst_memory[109] = 8'b11000100;
     inst_memory[110] = 8'b10000100;
     inst_memory[111] = 8'b00001000;
     inst_memory[112] = 8'b00000000;
     inst_memory[113] = 8'b00000000;
     inst_memory[114] = 8'b00000000;
     inst_memory[115] = 8'b00000000;
    end
    begin
    assign Instruction[7:0] = inst_memory[Inst_Address];
    assign Instruction[15:8] = inst_memory[Inst_Address+1];
    assign Instruction[23:16] = inst_memory[Inst_Address+2];
    assign Instruction[31:24] = inst_memory[Inst_Address+3];
    end
    endmodule
==> /design/flow/run.sh <==
#!/bin/bash
# OpenROAD 26Q1-2900-gdf79404cd8, Yosys 0.63+post, stock flow scripts
make -C /OpenROAD-flow-scripts/flow DESIGN_CONFIG=/design/flow/config.mk WORK_HOME=/design/flow/orfs finish
==> /design/flow/config.mk <==
export PLATFORM = sky130hd
export DESIGN_NAME = instruction_memory
export DESIGN_NICKNAME = instruction_memory
export VERILOG_FILES = /design/flow/design.v
export SDC_FILE = /design/flow/constraint.sdc
export NUM_CORES = 4
export LEC_CHECK = 1
export CORE_UTILIZATION = 50
==> /design/flow/constraint.sdc <==
current_design instruction_memory

set clk_period 4.7
set clk_io_pct 0.2

create_clock -name clk0 -period $clk_period

set non_clock_inputs [all_inputs -no_clocks]
set_input_delay [expr $clk_period * $clk_io_pct] -clock clk0 $non_clock_inputs
set_output_delay [expr $clk_period * $clk_io_pct] -clock clk0 [all_outputs]
==> summary.txt <==
yosys cell count - 866
largest area contributor in the netlist - o21ai_0
Setup TNS - 0 ns
count of cell types in the netlist - 89
yosys stat chip area - 5530 sq um
worst hold endpoint - Instruction[0]
initial DRC count - 1,018
Dominant cell area share - 0.0833
average wire per standard cell - 21.0 microns
Avg Inst Size Synth - 6.38 sq um
CLK BUF - 0
Layout area overhead - 31.9%
biggest area cells - o21ai_0 8.3%, a21oi_1 7.8%, nand2_1 5.2%
DRC viols - 0
Psw - 560 uW
Max Slew Vio Count - 0
Max Cap Viol - 0
Critical Path, Cell by Cell - buf_2 -> clkinvlp_4 -> ha_1 -> buf_4 -> nor2b_1 -> nor2_1 -> a21oi_1 -> a221oi_1 -> a311oi_1 -> or3_1 -> clkdlybuf4s50_1
crit end category - primary output
and+or+nand+nor area frac - 0.234
IO Pins - 96
Post-synth seq share - 0
Flop pwr share - 0
Total Routing Usage GR - 0.408
via count - 7,887
CP required - 3.76 ns
mapped cell area - 5530 sq um
Die Span Y - 107 microns
Via density - 7.04
minimum clock period - 4.56 ns
combinational share of power - 1.000
Crit-path slowest cell - ha_1
final worst-path cycle share - 0.970
Hold Crit Depth - 4
critical path's largest stage delay - 0.44 ns
LEAKAGE - 0.00277 uW
worst vdd ir - 0.110 mV
post-synthesis xor/xnor area fraction - 0.0600
initial antenna violation count - 0
Die Width - 107 microns
outcome - finished clean
HP Class - primary input to primary output
WP data arrival - 3.62 ns
Crit Path Class - primary input to primary output
num rows - 38
Clk network pwr share - 0
largest net degree at the start of global routing - 55
Port Buffer Count - 39
Setup WS post-layout - 0.140 ns
Post-synth mux share - 0.0566
vias in the first global route - 6,794
final wirelength - 23,600 microns
Core ar. - 10,800 sq um
cells after synthesis - 866
Peak Freq - 219 MHz
final tally of hold violations - 0
Main logic family - AND-OR/OR-AND gates
CP max FO - 9
DP Worst Slack - -0.159 ns
Startpoint Class - primary input
sw frac - 0.536
global-route wire length before repair - 36,700 microns
PD cells - 143 nW/um^2
Flop area - 0 sq um
Syn. warnings - 1
FF+latch count - 0
Pint - 485 uW
fp_density - 0.512
Max-slew headroom - 0.675
Commonest Layout Cell - buf_4
drt pass-1 iters - 6
Tightest Pin Transition - 0.475 ns
worst hold start - Inst_Address[4]
HPWL Detailed - 16,500 microns
layout cell share with drive strength beyond 1 - 0.271
OpenROAD warning count - 103
Antenna Nets Post-Route - 0
Final Power - 1050 uW
Compound Share, Synth - 0.491
final setup fails - 0
Die Size - 11,500 sq um
grt total ovfl - 0
most frequent cells in the layout - 171 x buf_4, 89 x o21ai_0, 85 x a21oi_1
# diodes - 0
routability congestion estimate - 0.985
adder share - 0.0403
CTS Hold Bufs - 0
utilization after layout - 0.676
## power groups by stage
stage | Clock, uW | Sequential (uW) | Combinational (uW)
after global routing | 0 | 0 | 1120
final | 0 | 0 | 1050
after CTS | 0 | 0 | 994
## through the flow
stage	hold WS, ns	instances	cell area [sq um]
2_1_floorplan	2.16	866	5530
3_3_place_gp	2.71	1105	6890
3_5_place_dp	2.71	1105	6890
4_1_cts	2.72	1117	7160
5_1_grt	2.75	1121	7290
6_report	2.71	1121	7290
## kinds of logic (layout without fill, tap and decap cells)
| kind of cell | after synthesis | count (layout) |
|---|---|---|
| mux | 25 | 25 |
| compound gates | 401 | 401 |
| fa+ha+maj | 18 | 18 |
| buf+inv | 133 | 247 |
| xor+xnor | 26 | 27 |
| simple gates | 263 | 263 |
## Yosys cell counts (7+ instances only)
| library cell | instances |
|---|---|
| a311oi_1 | 10 |
| a31oi_1 | 29 |
| mux2i_1 | 20 |
| a21boi_0 | 8 |
| ha_1 | 17 |
| a21o_1 | 10 |
| buf_2 | 41 |
| a211oi_1 | 18 |
| nor2b_1 | 8 |
| a221oi_1 | 10 |
| clkbuf_1 | 51 |
| nor2_1 | 65 |
| o211ai_1 | 17 |
| xnor2_1 | 10 |
| nor3_1 | 36 |
| o31ai_1 | 7 |
| a2111oi_0 | 7 |
| buf_4 | 12 |
| a21oi_1 | 86 |
| nand2b_1 | 10 |
| inv_1 | 13 |
| o311ai_0 | 7 |
| o21ai_0 | 92 |
| o22ai_1 | 18 |
| nand3_1 | 29 |
| nand2_1 | 77 |
| o221ai_1 | 11 |
| a211o_1 | 7 |
## final cells by class
cell class	count	area (sq um)
timing repair inverter	1	5.00
inverter	17	75.1
multi-input combinational	734	5090
timing repair buffer	229	1940
tap	140	175
fill	870	3500
## worst max path at each step
| stage | end | from | depth (start not counted) |
|---|---|---|---|
| 5_1_grt | Instruction[16] | Inst_Address[5] | 8 |
| 4_1_cts | Instruction[20] | Inst_Address[1] | 14 |
| 6_report | Instruction[18] | Inst_Address[2] | 11 |
## per-layer routing
layer,track usage,routed length (microns)
met1,0.603,9560
met2,0.614,10100
met3,0.0651,3010
met4,0.108,967
met5,0,0
## critical path, delay by kind of cell
family          cells  cell delay, ns
buf+inv             4            1.16
simple gates        3            0.63
compound gates      3            0.45
fa+ha+maj           1            0.44
## timing repair
action,in CTS,in global routing
buffers inserted,9,3
gates cloned,3,1
resized,37,22
endpoints found under the setup margin,20,29
pin swaps,6,3
No activity file was given, so power comes from the tool's default toggle rates.
